`/design/flow/design.v`:
```
module tsl1401
    (
     input 	clk,
     input 	reset,
     output reg sensor_clk,
     output reg sensor_si,
     output reg mcu_ad_trig
     );
    localparam DIV_RATIO                = (8'D10);   
    localparam STATE_HIGH_Z             = 2'b00;
    localparam STATE_INTERNAL_RESET     = 2'b01;
    localparam STATE_PIXEL_INTEGRATING 	= 2'b10;
    localparam STATE_WAIT_TQT           = 2'b11;
    localparam CNT_SI_START             = 0;
    localparam CNT_INTERNAL_RESET_END   = (CNT_SI_START + 18);
    localparam CNT_INTEGRATION_END      = (CNT_SI_START + 129);
    localparam CNT_WAIT_TQT_END         = (CNT_INTEGRATION_END + 5);
    reg [7:0] clk_div;
    reg [7:0] state_count;
    reg [1:0] state;
    always @(posedge clk) begin
	if (reset == 1'b1) begin
	    clk_div   <= 8'b0;
	    state_count <= 8'b0;
	    sensor_clk   <= 1'b0;
	end
	else if (clk_div == DIV_RATIO - 1) begin
	    clk_div   <= 8'b0;
	    state_count <= state_count  + 8'b1;
	    sensor_clk <= ~state_count[0];
	end
	else begin
	    clk_div   <= clk_div + 8'b1;
	end
    end
    always @(posedge clk) begin
	if (reset == 1'b1) begin
	    mcu_ad_trig <= 1'b0;
	end
	else if (state  == STATE_INTERNAL_RESET || state == STATE_PIXEL_INTEGRATING) begin
	    if (sensor_si != 1'b1) begin
		mcu_ad_trig <= ~sensor_clk;
	    end
	end
    end
    always @(posedge clk) begin
	if (reset == 1'b1) begin
	    sensor_si <= 1'b0;
	    state  <= STATE_HIGH_Z;
	end
	else begin
	    case (state)
		STATE_HIGH_Z: begin
		    if (state_count == CNT_SI_START) begin
			sensor_si <= 1'b1;
			state <= STATE_INTERNAL_RESET;
		    end
		end
		STATE_INTERNAL_RESET: begin
		    if (state_count == CNT_INTERNAL_RESET_END) begin
			state <= STATE_PIXEL_INTEGRATING;
		    end
		    else if (state_count == CNT_SI_START + 2) begin
			sensor_si <= 1'b0;
		    end
		end
		STATE_PIXEL_INTEGRATING: begin
		    if (state_count == CNT_INTEGRATION_END) begin
			state 	  <= STATE_WAIT_TQT;
		    end
		end
		STATE_WAIT_TQT: begin
		    if (state_count == CNT_WAIT_TQT_END) begin
			state_count <= 8'b0;
			sensor_si <= 1'b1;
			state 	  <= STATE_INTERNAL_RESET;
		    end
		end
	    endcase
	end
    end
endmodule
```
`/design/flow/run.sh`:
```
#!/bin/bash
# OpenROAD 26Q1-2900-gdf79404cd8, Yosys 0.63+post, stock flow scripts
make -C /OpenROAD-flow-scripts/flow DESIGN_CONFIG=/design/flow/config.mk WORK_HOME=/design/flow/orfs finish
```
`/design/flow/config.mk`:
```
export PLATFORM = sky130hd
export DESIGN_NAME = tsl1401
export DESIGN_NICKNAME = tsl1401
export VERILOG_FILES = /design/flow/design.v
export SDC_FILE = /design/flow/constraint.sdc
export NUM_CORES = 4
export LEC_CHECK = 1
export CORE_AREA = 10 10 72 72
export DIE_AREA = 0 0 82 82
```
`/design/flow/constraint.sdc`:
```
current_design tsl1401

set clk_period 3.2
set clk_io_pct 0.2

create_clock -name clk0 -period $clk_period [get_ports {clk}]

set non_clock_inputs [all_inputs -no_clocks]
set_input_delay [expr $clk_period * $clk_io_pct] -clock clk0 $non_clock_inputs
set_output_delay [expr $clk_period * $clk_io_pct] -clock clk0 [all_outputs]
```
==> qor.yml <==
status:
  outcome: "finished clean"
synth:
  syn_area_per_cell_um2: 9.50
  yosys_warnings: 17
  ys_cells: 59
  synthDistinctLibCells: 18
  synth_top_cell_by_area: "dfxtp_1"
  syn_area_um2: 561
  ys_ff: 15
  syn_inst: 59
  netlist_top_cells_area: "dfxtp_1, nor2_1, a21oi_1"
  ys_seq_frac: 0.536
  yosys-stat-area_um2: 561
  synth_top_area_share: 0.536
place:
  hpwlAfterDp_um: 651
  gp_congestion: 0.777
  portBuffers: 4
global_route:
  grtUsageTotal: 0.0255
  grt_pass1_vias: 379
  grt_pass1_wl_um: 1460
  grt_overflow: 0
  grt_max_degree: 11
  antenna_found_initial: 0
final_layout:
  fin_util: 0.191
  area_delta_synth_final_pct: 25.4
  nFillCells: 409
  lay_top_cells: "dfxtp_1, nor2_1, a21oi_1"
  combGateArea_um2: 249
  layout-drive-gt1-share: 0.106
  seq_area_um2: 300
  layout_top_cell: "dfxtp_1"
die:
  io_pins: 5
  die_w_um: 82
  fp-utilization: 0.152
  core_area_um2: 3690
  die_height_um: 82
  row_count: 22
  dieArea_um2: 6720
clock_network:
  root_buffer: "clkbuf_8"
  postCtsSetupRepairBufs: 0
  cts-hold-fix-buffers: 0
  clk_latency_ns: 0.24
  ctsResizeCount: 0
  cts_sinks: 15
  clk_pin_slew_ns: 0.06
  numCtsBuffers: 3
  cts_tree: "yes"
  clock_path_buffers: 2
  htreeDepth: 1
drt:
  post_drt_wl_per_cell_um: 7.94
  vias_per_cell: 3.57
  drt_first_pass_iters: 4
  drt_iter0_drc: 3
  routed_wirelength_um: 905
  antenna_left: 0
  drc: 0
  vias: 407
  diodes: 0
worst_setup_path:
  path_class: "flip-flop to output port"
  max_stage_delay_ns: 0.50
  endpoint: "sensor_clk"
  critPathTopFamily: "buffers and inverters"
  rr_startpoint: "clk_div[0]$_SDFF_PP0_"
  startpoint: "sensor_clk$_SDFFE_PP0N_"
  path_cells: "clkdlybuf4s50_1"
  rrSetupSlack_ns: 1.90
  cp_num_cells: 1
  crit_fanout: 3
  start_kind: "flip-flop"
  crit_slowest_cell: "clkdlybuf4s50_1"
  critical_path_buf_inv_count: 1
  reg2reg_depth: 4
  cp-end-kind: "output port"
  reg2reg_to: "clk_div[6]$_SDFF_PP0_"
  arrival_ns: 1.10
  crit_required_ns: 2.56
sta:
  rsz0062_at_grt: "no"
  clock_skew_ns: 0.00351
  fmax_mhz: 573
  final_max_slew_viol_count: 0
  period_used_share: 0.545
  worst_pin_slew_ns: 0.329
  min_period_ns: 1.74
  tns_ns: 0
  hold_violations: 0
  setup_viol: 0
  relSlewSlack: 0.780
power:
  vdd_drop_max_uv: 112
  power_density_nw_per_um2: 524
  leakagePower_nw: 0.253
hold_path:
  hold_depth: 1
  hold_path_class: "flip-flop to flip-flop"
job:
  max-cap-violations: 0
  warnings: 26
-- stage by stage --
stage / cell area [um2] / power, W / cells / hold slack, ns / worst slack [ns]
after floorplan: 561 / 0.000216 / 59 / 0.430 / 1.96
after global routing: 703 / 0.000381 / 114 / 0.482 / 1.38
after detailed placement: 657 / 0.000225 / 110 / 0.456 / 1.45
after CTS: 703 / 0.000374 / 114 / 0.471 / 1.43
final: 703 / 0.000368 / 114 / 0.470 / 1.46
after global placement: 657 / 0.000225 / 110 / 0.454 / 1.48
-- layer usage --
metal / up-vias / track usage / share of wire
met5: - / 0 / 0
met4: 0 / 0.0170 / 0.045
met3: 2 / 0 / 0.0011
met2: 4 / 0.0408 / 0.43
met1: 186 / 0.0335 / 0.53
li1: 215 / - / -
-- cells by family (layout without fill, tap and decap cells) --
kind of cell	after synthesis	after routing	share of synthesized area
AND/OR/NAND/NOR	25	25	0.243
XOR/XNOR	3	3	0.0469
flip-flops	15	15	0.536
buffers and inverters	3	10	0.0201
adder cells (fa/ha/maj)	2	2	0.0446
AND-OR/OR-AND	11	11	0.109
-- registers in the layout, indices dropped and copies added (netlist names) --
| register | cells |
|---|---|
| sensor_clk | 1 |
| clk_div | 8 |
| mcu_ad_trig | 1 |
| state | 4 |
| sensor_si | 1 |
-- synth_stat cells (all sizes together) --
master / instances
ha: 2
nor2: 11
a21o: 1
nand4: 1
nand2: 1
clkbuf: 1
or3: 4
nand3: 4
nor2b: 2
a21oi: 6
xnor2: 1
xor2: 2
nor3: 1
dfxtp: 15
and4bb: 1
o21ai: 4
inv: 2
-- worst min-delay path by stage --
stage | startpoint | to | slack [ns]
4_1_cts | state[0]$_DFF_P_ | state[2]$_DFF_P_ | 0.47
5_1_grt | state[1]$_DFF_P_ | state[1]$_DFF_P_ | 0.48
6_report | state[1]$_DFF_P_ | state[1]$_DFF_P_ | 0.47
-- cell type report --
| type | count | share of cell area |
|---|---|---|
| clock buffers | 3 | 0.0587 |
| clock inverters | 1 | 0.00712 |
| inverters | 2 | 0.0107 |
| well taps | 48 | 0.0854 |
| repair buffers | 4 | 0.0569 |
| multi-input cells | 41 | 0.354 |
| flip-flops and latches | 15 | 0.427 |
-- power by group --
part	internal (W)	switching, W
registers	0.000194	0.00000730
logic	0.0000106	0.00000883
clock network	0.0000860	0.0000617
total	0.000291	0.0000778
Power figures rest on the tool's default switching activity, not on a simulated workload.
